<file path="./run.sh">
#!/bin/bash
# OpenROAD 26Q1-2900-gdf79404cd8, Yosys 0.63+post, stock flow scripts
make -C /OpenROAD-flow-scripts/flow DESIGN_CONFIG=/design/flow/config.mk WORK_HOME=/design/flow/orfs finish
</file>
<file path="./config.mk">
export PLATFORM = sky130hd
export DESIGN_NAME = Lock_Top
export DESIGN_NICKNAME = Lock_Top
export VERILOG_FILES = /design/flow/design.v
export SDC_FILE = /design/flow/constraint.sdc
export NUM_CORES = 4
export LEC_CHECK = 1
export CORE_UTILIZATION = 40
</file>
<file path="./constraint.sdc">
current_design Lock_Top

set clk_period 3.5
set clk_io_pct 0.2

create_clock -name clk0 -period $clk_period [get_ports {CLK}]

set non_clock_inputs [all_inputs -no_clocks]
set_input_delay [expr $clk_period * $clk_io_pct] -clock clk0 $non_clock_inputs
set_output_delay [expr $clk_period * $clk_io_pct] -clock clk0 [all_outputs]
</file>
<file path="./design.v">
module Lock_Top(
    input CLK,            
    input RESET,          
    input ENTER,          
    input PRESS,          
    input MODE,           
    input [3:0] CODE,     
    output OPEN,          
    output ERROR,         
    output [6:0] HEX0,   
    output [6:0] HEX1,
    output [6:0] HEX2,
    output [6:0] HEX3,
    output [6:0] HEX4
);
    wire enter_btn = ~ENTER;   
    wire press_btn = ~PRESS;   
    reg [1:0] enter_ff;
    reg [1:0] press_ff;
    always @(posedge CLK or negedge RESET) begin
        if (!RESET) begin
            enter_ff <= 2'b00;
            press_ff <= 2'b00;
        end else begin
            enter_ff <= {enter_ff[0], enter_btn};
            press_ff <= {press_ff[0], press_btn};
        end
    end
    wire enter_sync = enter_ff[1];
    wire press_sync = press_ff[1];
    reg enter_sync_d;
    reg press_sync_d;
    always @(posedge CLK or negedge RESET) begin
        if (!RESET) begin
            enter_sync_d <= 1'b0;
            press_sync_d <= 1'b0;
        end else begin
            enter_sync_d <= enter_sync;
            press_sync_d <= press_sync;
        end
    end
    wire enter_pulse = enter_sync & ~enter_sync_d;
    wire press_pulse = press_sync & ~press_sync_d;
    wire [15:0] save_pwd;
    wire [15:0] input_pwd;
    Lock_Password UUT(
        .OPEN(OPEN),
        .ERROR(ERROR),
        .SAVE_PWD(save_pwd),       
        .INPUT_PWD(input_pwd),     
        .CODE(CODE),
        .PRESS(press_pulse),
        .ENTER(enter_pulse),
        .CLK(CLK),
        .RESET(RESET),
        .MODE(MODE)
    );
    function automatic [6:0] bcd_to_7seg(input [3:0] bcd);
        begin
            case (bcd)
                4'd0: bcd_to_7seg = 7'b100_0000;
                4'd1: bcd_to_7seg = 7'b111_1001;
                4'd2: bcd_to_7seg = 7'b010_0100;
                4'd3: bcd_to_7seg = 7'b011_0000;
                4'd4: bcd_to_7seg = 7'b001_1001;
                4'd5: bcd_to_7seg = 7'b001_0010;
                4'd6: bcd_to_7seg = 7'b000_0010;
                4'd7: bcd_to_7seg = 7'b111_1000;
                4'd8: bcd_to_7seg = 7'b000_0000;
                4'd9: bcd_to_7seg = 7'b001_0000;
                default: bcd_to_7seg = 7'b111_1111;  
            endcase
        end
    endfunction
    wire [6:0] seg0 = bcd_to_7seg(4'd0);
    assign HEX4 = bcd_to_7seg(CODE);
    wire [15:0] disp_pwd = (MODE == 1'b0) ? save_pwd : input_pwd;
    assign HEX0 = (!RESET) ? seg0 : bcd_to_7seg(disp_pwd[3:0]);
    assign HEX1 = (!RESET) ? seg0 : bcd_to_7seg(disp_pwd[7:4]);
    assign HEX2 = (!RESET) ? seg0 : bcd_to_7seg(disp_pwd[11:8]);
    assign HEX3 = (!RESET) ? seg0 : bcd_to_7seg(disp_pwd[15:12]);
endmodule
module UPCount(
    input CLR, EN, CP,
    output reg [1:0] Q
);
always@(posedge CP or negedge CLR) begin
    if(!CLR) Q <= 2'b00;        
    else if(EN) begin            
        if(Q == 2'b11) Q <= 2'b11;  
        else Q <= Q + 1'b1;
    end
    else Q <= Q;                 
end
endmodule
module Reg4(
    input [3:0] Pdata,
    input LD, CP,
    input CLR,
    output reg [3:0] Q
);
always@(posedge CP or negedge CLR) begin
    if(!CLR) Q <= 4'b0000;       
    else if(LD) Q <= Pdata;      
    else Q <= Q;                 
end
endmodule
module Comparator16(
    input [15:0] A, B,
    output reg EQU
);
always@(*) begin
    if(A == B) EQU = 1'b1;       
    else EQU = 1'b0;
end
endmodule
module Lock_datapath(
    output AEQB, BITEQ,
    output [15:0] SAVE_PWD,      
    output [15:0] INPUT_PWD,     
    input [3:0] CODE,       
    input PRESS,            
    input CLK, RESET,       
    input MODE              
);
wire [3:0] QA0, QA1, QA2, QA3;  
wire [3:0] QB0, QB1, QB2, QB3;  
wire [15:0] Save_Pwd, Input_Pwd;  
wire [1:0] CNT;                 
wire clr_save  = RESET | MODE;    
wire clr_input = RESET | ~MODE;   
Reg4 RA0(.Pdata(CODE), .LD(!MODE & PRESS), .CP(CLK), .CLR(clr_save), .Q(QA0));
Reg4 RA1(.Pdata(QA0), .LD(!MODE & PRESS), .CP(CLK), .CLR(clr_save), .Q(QA1));
Reg4 RA2(.Pdata(QA1), .LD(!MODE & PRESS), .CP(CLK), .CLR(clr_save), .Q(QA2));
Reg4 RA3(.Pdata(QA2), .LD(!MODE & PRESS), .CP(CLK), .CLR(clr_save), .Q(QA3));
assign Save_Pwd = {QA3, QA2, QA1, QA0};  
Reg4 RB0(.Pdata(CODE), .LD(MODE & PRESS), .CP(CLK), .CLR(clr_input), .Q(QB0));
Reg4 RB1(.Pdata(QB0), .LD(MODE & PRESS), .CP(CLK), .CLR(clr_input), .Q(QB1));
Reg4 RB2(.Pdata(QB1), .LD(MODE & PRESS), .CP(CLK), .CLR(clr_input), .Q(QB2));
Reg4 RB3(.Pdata(QB2), .LD(MODE & PRESS), .CP(CLK), .CLR(clr_input), .Q(QB3));
assign Input_Pwd = {QB3, QB2, QB1, QB0};  
assign SAVE_PWD  = Save_Pwd;
assign INPUT_PWD = Input_Pwd;
Comparator16 Comp_Pwd(.A(Save_Pwd), .B(Input_Pwd), .EQU(AEQB));
UPCount CNT_inst(
    .CLR(RESET), .EN(PRESS & MODE & !BITEQ), .CP(CLK), .Q(CNT)
);
Comparator16 Comp_CNT(.A({14'b00000000000000, CNT}), .B(16'b0000000000000011), .EQU(BITEQ));
endmodule
module Lock_control(
    output reg OPEN, ERROR,
    input CLK, RESET,       
    input PRESS, ENTER,     
    input BITEQ, AEQB       
);
parameter S_IDLE=2'b00, S_INPUT=2'b01, S_OPEN=2'b10, S_ERROR=2'b11;
reg [1:0] CurrentState, NextState;
always@(posedge CLK or negedge RESET) begin
    if(!RESET) CurrentState <= S_IDLE;  
    else CurrentState <= NextState;     
end
always@(*) begin
    OPEN = 1'b0;
    ERROR = 1'b0;
    case(CurrentState)
        S_IDLE: begin  
            if(PRESS) NextState = S_INPUT;
            else NextState = S_IDLE;
        end
        S_INPUT: begin  
            if(ENTER) begin
                if(AEQB) NextState = S_OPEN;   
                else NextState = S_ERROR;     
            end
            else NextState = S_INPUT;
        end
        S_OPEN: begin  
            OPEN = 1'b1;
            NextState = S_OPEN;  
        end
        S_ERROR: begin  
            ERROR = 1'b1;
            NextState = S_ERROR;  
        end
        default: NextState = S_IDLE;
    endcase
end
endmodule
module Lock_Password(
    output OPEN, ERROR,     
    output [15:0] SAVE_PWD,     
    output [15:0] INPUT_PWD,    
    input [3:0] CODE,       
    input PRESS,            
    input ENTER,            
    input CLK,              
    input RESET,            
    input MODE              
);
wire AEQB, BITEQ;
Lock_datapath U_Datapath(
    .AEQB(AEQB), .BITEQ(BITEQ),
    .SAVE_PWD(SAVE_PWD),         
    .INPUT_PWD(INPUT_PWD),       
    .CODE(CODE), .PRESS(PRESS), .CLK(CLK), .RESET(RESET), .MODE(MODE)
);
Lock_control U_Control(
    .OPEN(OPEN), .ERROR(ERROR),
    .CLK(CLK), .RESET(RESET), .PRESS(PRESS), .ENTER(ENTER),
    .BITEQ(BITEQ), .AEQB(AEQB)
);
endmodule
</file>
==> results_dict.tcl <==
# flow metrics
set metrics [dict create \
    status "completed" \
    cp_data_required_time_ps 2800 \
    cts.htree.levels 2 \
    fin_ws_ps 243.8 \
    synth_seq_share_pct 34.47 \
    fp_util_pct 41.31 \
    seqCellArea_um2 1027 \
    warning_count 49 \
    grt_max_degree 19 \
    r2r_cells 4 \
    finalMaxSlewViolations 0 \
    syn_avg_cell_area_um2 10.42 \
    area_growth_pct 30.56 \
    worstMarginPinSlew_ps 478.9 \
    syn_area_um2 2980 \
    combGateArea_um2 1857 \
    clock_path_buffers 2 \
    design.core.area_um2 7214 \
    rsz0062_at_grt "no" \
    clock-root-buffer "clkbuf_8" \
    critPathKind "in2out" \
    gp_congestion 0.8491 \
    grt_util_met2_pct 25.45 \
    whs_ps 337.7 \
    drv_cap 0 \
    yosysCellCount 286 \
    cts_tree "yes" \
    fin_crit_ps 3256 \
    power.density_nw_per_um2 625.3 \
    drive_above_1_share_pct 24.38 \
    grt_pass1_vias 2046 \
    maxSlewHeadroom_pct 67.83 \
    clkTransAtPathRegs_ps 80 \
    rows 31 \
    postSynthCellCount 286 \
    rrSetupSlack_ps 2000 \
    chipHeight_um 88.32 \
    leakage_nw 1.785 \
    drtAntennaViolNets 0 \
    holdPathStages 0 \
    grt-ovfl-total 0 \
    met3_usage_pct 1.987 \
    hold_viol_final 0 \
    cts.sinks 41 \
    period_used_pct 93.03 \
    fmax_mhz 307.1 \
    crit_arrival_ps 2560 \
    vias 2228 \
    ios 46 \
    cp_max_fo 11 \
    fin_worst_skew_ps 11.21 \
    fill_cells 660 \
    worst_r2r_endpoint "UUT.U_Control.CurrentState[3]" \
    firstDrtPassIters 4 \
    postCtsHoldBufs 0 \
    min_from "press_ff[0]" \
    ys_warn_count 5 \
    gr-usage-met1_pct 26.25 \
    hold_class "reg2reg" \
    cp-start-kind "input pin" \
    ys_ff 41 \
    synthFlopType "dfrtp_1" \
    dpl_worst_slack_ps -26.00 \
    reg2reg_from "UUT.U_Datapath.RA0.Q[0]" \
    end_kind "output port" \
    ir_drop_mv 0.2523 \
    totalWireLength_um 5769 \
    grt.total_usage_pct 16.32 \
    grt_pass1_wl_um 9860 \
    insertedDiodeCount 0 \
    ys_types 37 \
    drt_iter0_markers 93 \
    grt_busiest_layer "met1" \
    port_buffers 45 \
    dieArea_um2 7800 \
    antenna_found_initial 0 \
    dp_hpwl_um 4359 \
    yosys_area_um2 2980 \
    die_w_um 88.32 \
    cts_buffers 5 \
    drc_errors 0 \
    viasPerCell 4.843 \
    holdPathEnd "press_ff[1]" \
    insertion_delay_ps 290 \
    finalSetupViolations 0 \
    edf_count 0 \
    wl_per_cell_um 12.54 \
    async_reset_ff_share_pct 100.0 \
]
==> metrics by stage <==
| step | setup TNS [ps] | area, um2 | total power [mW] | std cells | util, % |
|---|---|---|---|---|---|
| floorplan | 0 | 2980 | 1.490 | 286 | - |
| global placement | -58.72 | 3732 | 2.032 | 450 | 51.73 |
| detailed placement | -26.00 | 3732 | 2.040 | 450 | 51.73 |
| CTS | 0 | 3891 | 2.451 | 460 | 53.94 |
| global route | 0 | 3891 | 2.648 | 460 | 53.94 |
| finish | 0 | 3891 | 2.433 | 460 | 53.94 |
==> cell usage after synthesis, types with 4 or more instances <==
library cell	count	area (um2)
xor2_1	16	140.1
inv_1	15	56.30
dfrtp_1	40	1001
o211a_1	4	40.04
nor4_1	4	25.02
o21ai_0	19	95.09
nand3_1	8	40.04
mux2_2	36	405.4
a21oi_1	19	95.09
nand2b_1	7	43.79
ha_1	29	362.9
nor2_1	4	15.01
clkbuf_1	4	15.01
a21boi_0	7	52.55
nand2_1	25	93.84
mux2i_1	17	170.2
==> kinds of logic (layout without fill, tap and decap cells) <==
family	Yosys count	after routing	share of synthesized area [%]
and+or+nand+nor	58	58	9.278
adders and majority gates	29	29	12.17
muxes	59	59	23.01
DFF	41	41	34.47
xor gates and xnor gates	19	19	5.584
AOI/OAI and AO/OA	56	56	11.42
buffers and inverters	24	99	4.072
==> repair_timing <==
item                       in CTS  in global routing
setup buffers                   2                  0
hold endpoints to repair        0                  0
resized                         6                  0
setup endpoints to repair       2                  0
==> area by class of cell <==
class,instances,area share [%]
clock inverters,1,0.7717
clock buffers,7,2.219
inverters,15,1.447
well taps,99,3.183
flip-flops and latches,41,26.40
multi-input cells,221,47.72
repair buffers,76,18.26
==> worst max-delay path: stages <==
cell             delay (ps)
dlygate4sd2_1           260
buf_12                  160
mux2i_4                 190
buf_4                   150
ha_1                    270
nand2_1                  70
buf_4                   130
a21boi_0                150
clkdlybuf4s50_1         480
==> power by group <==
group	leakage [nW]	internal (mW)	total, mW	switching, mW
combinational	1.24	0.742	1.26	0.523
sequential	0.483	0.607	0.781	0.174
clock	0.0585	0.233	0.388	0.155
total	1.79	1.58	2.43	0.852
==> routing by layer <==
metal / wire length [um] / part of all wire (%)
met1: 2956 / 51
met4: 60 / 1.0
met2: 2591 / 45
met3: 160 / 2.8
met5: 0 / 0
==> cell usage in the layout (no fill, tap or decap), drive strengths merged <==
master         instances
o31ai                  1
a41o                   1
a21boi                 8
nor2b                  1
ha                    29
a22o                   1
bufinv                 1
nand2b                 7
o211a                  4
nand4                  1
nor2                   5
clkbuf                 7
inv                   15
clkdlybuf4s50         44
nor4                   4
or2                    2
xor2                  16
mux2                  37
o21ai                 19
buf                   31
dfstp                  1
nor3                   3
mux2i                 22
a21oi                 19
and2                   1
nand2                 26
nand3                  8
xnor2                  3
o22ai                  3
dfrtp                 40
dlygate4sd2            1
==> worst max path at each step <==
stage / endpoint / cells after the start / start / slack (ps)
4_1_cts: HEX0[1] / 9 / MODE / 230
5_1_grt: HEX3[3] / 9 / MODE / 130
6_report: HEX0[1] / 9 / MODE / 240
==> state kept, by name, indices dropped and copies added, names as in the netlist <==
name and flops:
UUT.U_Control.CurrentState 3, enter_sync_d 1, enter_ff 2, UUT.U_Datapath.RB2.Q 4, press_ff 2, UUT.U_Datapath.RB0.Q 4
UUT.U_Datapath.RA3.Q 4, UUT.U_Datapath.RA2.Q 4, UUT.U_Datapath.RA1.Q 4, UUT.U_Datapath.RB1.Q 4, UUT.U_Datapath.RB3.Q 4, press_sync_d 1
UUT.U_Datapath.RA0.Q 4
No activity file was given, so power comes from the tool's default toggle rates.

File: design/flow/config.mk
export PLATFORM = sky130hd
export DESIGN_NAME = PasswordLock
export DESIGN_NICKNAME = PasswordLock
export VERILOG_FILES = /design/flow/design.v
export SDC_FILE = /design/flow/constraint.sdc
export NUM_CORES = 4
export LEC_CHECK = 1
export CORE_AREA = 10 10 74 74
export DIE_AREA = 0 0 84 84
File: design/flow/constraint.sdc
current_design PasswordLock

set clk_period 4.0
set clk_io_pct 0.2

create_clock -name clk0 -period $clk_period

set non_clock_inputs [all_inputs -no_clocks]
set_input_delay [expr $clk_period * $clk_io_pct] -clock clk0 $non_clock_inputs
set_output_delay [expr $clk_period * $clk_io_pct] -clock clk0 [all_outputs]
File: design/flow/design.v
module DataSelector16 (
    input  [15:0] d0,
    input  [15:0] d1,
    input  [15:0] d2,
    input  [15:0] d3,
    input  [1:0]  sel,
    output [15:0] y
);
    assign y = (sel == 2'b00) ? d0 :
               (sel == 2'b01) ? d1 :
               (sel == 2'b10) ? d2 :
                                 d3;
endmodule
module PasswordLock (
    input  [15:0] key_in,
    input  [15:0] pass0,
    input  [15:0] pass1,
    input  [15:0] pass2,
    input  [15:0] pass3,
    input  [1:0]  sel,
    output        unlock,
    output [15:0] selected
);
    wire [15:0] chosen;
    DataSelector16 u_sel (
        .d0(pass0),
        .d1(pass1),
        .d2(pass2),
        .d3(pass3),
        .sel(sel),
        .y(chosen)
    );
    assign unlock   = (key_in == chosen);
    assign selected = chosen;
endmodule
File: design/flow/run.sh
#!/bin/bash
# OpenROAD 26Q1-2900-gdf79404cd8, Yosys 0.63+post, stock flow scripts
make -C /OpenROAD-flow-scripts/flow DESIGN_CONFIG=/design/flow/config.mk WORK_HOME=/design/flow/orfs finish
==> run summary <==
status = completed
Cell Chain, Critical Path = dlygate4sd2_1 -> buf_12 -> mux4_2 -> xor2_1 -> nor4_2 -> nand4_1 -> nor4_2 -> clkdlybuf4s50_1
Die H = 84 um
Arrival @ worst endpoint = 3.02 ns
GRT Resource Usage Total = 8.87%
worst slew pin tran = 0.330 ns
# rows = 23
Mapped Cells = 57
number of global-route vias before repair = 953
DRC = 0
proportion of layout cells with a drive suffix above 1 = 8.28%
OpenROAD warnings = 32
Core Area = 0.00397 sq mm
first-pass GRT wire length = 5160 um
maximum fanout along the worst path = 12
Detail Route Antenna Nets = 0
delay-heaviest family, CP = buffers and inverters
WL per Instance = 16.6 um
placed insts = 206
VDD IR-drop max = 0.0430 mV
post-layout util = 45.0%
post-synthesis sequential area ratio = 0%
CP Capture Point = unlock
First-pass DRT Iterations = 4
final tally of setup violations = 0
P_leak = 0.674 nW
synthesis area per yosys = 682 sq um
RSZ-0062 raised after global routing = false
routed wire length = 3440 um
Synth Cell Area = 682 sq um
worst hold path startpoint = sel[0]
crit path buf inv count = 3
layout clock buffer count = 0
largest net degree at the start of global routing = 21
Avg Inst Size Synth = 12.0 sq um
grt ovf = 0
CP peak stage delay = 0.53 ns
slew margin rel. = 77.7%
Power Density = 109 mW/mm^2
min Tclk post-route = 3.82 ns
CTS Hold Bufs = 0
total chip power = 0.195 mW
ys cells = 57
WS Path Type = in -> out
Chip Footprint = 0.00706 sq mm
crit end category = output port
Area leader share = 27.0%
CP required = 3.20 ns
Setup crit start = sel[0]
FP Core Util = 17.2%
flip-flops = 0
slowest library cell on the worst path = mux4_2
IO Port Bufs = 99
max frequency = 262 MHz
Flop area = 0 sq um
logic area = 652 sq um
Cell Area, Placed = 0.00176 sq mm
cell taking the most area after synthesis = mux4_1
fin. max-slew vios = 0
number of fill cells = 351
CP Depth = 8
Max-Cap Viols = 0
Startpoint Class = input pin
Yosys cell types = 16
via count = 867
top cells, area = mux4_1 27%, mux2i_1 18%, mux4_2 17%
final non-filler cell area = 0.00179 sq mm
Synth-to-Final Area Change = 162%
n_diodes = 0
Hold/Removal Path Class = in -> out
vias per cell = 4.19
number of hold violations in the final report = 0
DRT iter0 DRCs = 20
synth warn = 0
initial antenna violation count = 0
Finished Layout Cells = 207
DPL Wire Length = 3120 um
Period Utilization, post-route = 95.4%
chip width = 84 um
placer congestion estimate = 0.847
num ports = 99
most used cell, CP = nor4_2
-- power breakdown --
| part | internal [mW] | total (mW) | switching, mW |
|---|---|---|---|
| clock | 0 | 0 | 0 |
| sequential | 0 | 0 | 0 |
| combinational | 0.144 | 0.195 | 0.0513 |
| total | 0.144 | 0.195 | 0.0513 |
-- layout make-up --
cell class                 instances  area share [%]
multi-input combinational         53            36.5
tap                               50            3.50
timing repair buffer             104            60.0
-- routing by layer --
metal | up-vias | global-route usage [%] | wire length, um
met5 | - | 0 | 0
met4 | 0 | 0 | 0
met3 | 0 | 3.05 | 324
met2 | 52 | 15.1 | 1730
met1 | 371 | 11.2 | 1380
li1 | 444 | - | -
-- kinds of logic (layout without fill, tap and decap cells) --
family,count (synthesis),after routing,synth area share [%]
AND-OR/OR-AND,4,4,4.40
multiplexers,24,24,61.1
buffers and inverters,4,104,3.85
XOR/XNOR,18,18,23.1
AND/OR/NAND/NOR,7,7,7.52
-- worst min-delay path by stage --
| stage | endpoint | cells past startpoint |
|---|---|---|
| 6_report | selected[2] | 3 |
| 4_1_cts | selected[2] | 3 |
| 5_1_grt | selected[2] | 3 |
-- tightest hold or removal path, stage by stage --
cell and delay, ns:
dlygate4sd2_1 0.28, mux4_2 0.28, clkdlybuf4s50_1 0.47
-- cell usage in the layout, fill, tap and decap left out --
cell type	n
nand2_1	1
xnor2_1	11
clkdlybuf4s50_1	97
buf_12	2
mux2i_1	12
a21oi_1	1
dlymetal6s2s_1	1
mux4_2	6
nor2_1	1
nand4_1	2
a41oi_1	1
nor4_2	2
o2bb2ai_1	1
mux4_1	6
dlygate4sd2_1	1
buf_4	2
xor2_1	7
o211ai_1	1
clkbuf_16	1
nor4_1	1
-- what timing repair did --
item / 4_1_cts / 5_1_grt
gates cloned: 0 / 1
setup buffers: 0 / 0
setup endpoints to repair: 1 / 1
resized: 1 / 2
-- cell usage after synthesis --
cell type	n
a41oi_1	1
xor2_1	7
o211ai_1	1
nor2_1	1
buf_6	1
a21oi_1	1
o2bb2ai_1	1
xnor2_1	11
mux4_2	5
nand4_1	2
mux2i_1	12
buf_2	3
nor4_2	2
nor4_1	1
nand2_1	1
mux4_1	7
-- through the flow --
step	TNS [ns]	hold slack (ns)	worst slack, ns
2_1_floorplan	0	1.75	1.17
3_3_place_gp	-0.0901	2.69	-0.0901
3_5_place_dp	-0.0985	2.68	-0.0985
4_1_cts	0	2.66	0.0660
5_1_grt	0	2.69	0.0224
6_report	0	2.62	0.185
Power and IR drop assume default switching activity.
